==> design.v <==
module regfile(input logic clk, 
               input logic we3,
               input logic [5:0] a1, a2, a3, 
	       input logic [31:0] wd3,
               output logic [31:0] rd1, rd2);
logic [31:0] rf[31:0];
always_ff @(posedge clk) if (we3) rf[a3] <= wd3;
assign rd1 = (a1 != 0) ? rf[a1] : 0;
assign rd2 = (a2 != 0) ? rf[a2] : 0; 
endmodule
==> run.sh <==
#!/bin/bash
# OpenROAD 26Q1-2900-gdf79404cd8, Yosys 0.63+post, stock flow scripts
make -C /OpenROAD-flow-scripts/flow DESIGN_CONFIG=/design/flow/config.mk WORK_HOME=/design/flow/orfs finish
==> config.mk <==
export PLATFORM = sky130hd
export DESIGN_NAME = regfile
export DESIGN_NICKNAME = regfile
export VERILOG_FILES = /design/flow/design.v
export SDC_FILE = /design/flow/constraint.sdc
export NUM_CORES = 4
export LEC_CHECK = 1
export CORE_UTILIZATION = 30
==> constraint.sdc <==
current_design regfile

set clk_period 11.8
set clk_io_pct 0.2

create_clock -name clk0 -period $clk_period [get_ports {clk}]

set non_clock_inputs [all_inputs -no_clocks]
set_input_delay [expr $clk_period * $clk_io_pct] -clock clk0 $non_clock_inputs
set_output_delay [expr $clk_period * $clk_io_pct] -clock clk0 [all_outputs]
==> deck_impl_summary.md <==
Key Metrics from the Run

Run status
  • Status: complete, no violations

Global route
  • Pin count of the biggest net entering global routing: 71
  • First-pass GRT wire length: 212 mm
  • GR Layer Usage met3: 0.167
  • GRT overflow: 0
  • Initial antenna violation count: 4
  • Met2 GRT Util: 0.297
  • Vias in the first global route: 29664
  • GR Util met1: 0.222
  • All-layer global routing usage: 0.202
  • Gr busiest metal: met2

Logic synthesis
  • Post-synthesis chip area from yosys: 47600 µm²
  • Syn Std Cell Area: 47600 µm²
  • Yosys Warn Count: 1
  • Syn_area_per_cell: 19.3 µm²
  • Registers, synthesis: 1024
  • Yosys cell count: 2471
  • Synth cell types: 40
  • Area leader, netlist: edfxtp_1
  • Cell area leaders: edfxtp_1 65%, mux4_2 18%, mux2i_1 6.0%
  • Post-synthesis cell count: 2471
  • Seq share, synth: 0.646
  • Synth top area share: 0.646

Finish
  • Area added between synthesis and finish: 15.1%
  • Largest register by flop count: rf
  • Post-route insts no fill: 4771
  • Largest register FFs: 1024
  • Largest registers: rf (1024)
  • Ratio of cells with drive above 1 in the final layout: 0.296

Final timing
  • Hold slack: 2500 ps
  • Final hold violation count: 0
  • Final setup vio count: 0
  • Fmax: 0.115 GHz
  • Worst slew pin tran: 953 ps
  • Fin Setup TNS: 0 ps
  • Min cycle time layout: 8720 ps
  • RSZ-0062 raised after global routing: no
  • Rel. slew slack: 0.362
  • Final Max Tran Viols: 0
  • Final worst-path cycle share: 0.739

Setup path
  • CP delay by family, top: buffers and inverters
  • Crit path launch type: input pin
  • Setup crit end: rd1[4]
  • Cells along the critical path: buf_6 > nor2b_4 > buf_4 > nand2b_2 > buf_4 > o22ai_1 > a2111oi_1 > nor3_1 > clkdlybuf4s50_1
  • Critical path's largest stage delay: 690 ps
  • Worst Setup End Kind: output port
  • Worst EP arrival: 6360 ps
  • WP depth: 9
  • Crit Path Category: input pin to output port
  • Critical Path RT: 9440 ps
  • Crit path max fanout: 40
  • CP startpoint: a1[2]
  • Most frequent CP cell: buf_4
  • CP bufs+invs: 4
  • Crit path max-delay cell type: nor3_1

Floorplan
  • Die width: 400 µm
  • Chip area: 160000 µm²
  • # IOs: 116
  • Chip height: 400 µm
  • Core area: 157000 µm²
  • Fp util: 0.303
  • Site row count: 145

Flow run
  • Tool warnings: 27
  • Total of max-cap violations: 0

Placed design
  • Dpl hpwl: 86.7 mm
  • Port Buffer Count: 114
  • Gpl congestion: 0.862
  • Cells after DPL: 4568

Power and ir drop
  • Total power draw: 8.01 mW
  • Pwr Density: 146 nW/µm²
  • VDD IR-drop max: 0.000104 V
  • Pleak: 17.4 nW

Hold path
  • Hold Path Class: input pin to flop

Routing
  • DRT antenna net count: 0
  • Final WL: 150 mm
  • DRT iter0 DRCs: 1655
  • Residual DRC: 0
  • Pre-antenna DRT Iters: 5
  • Via count: 26802
  • Via/cell ratio: 5.62
  • Routed len/inst: 31.4 µm

CTS
  • CTS tree: done
  • Clk pin slew, worst setup/hold paths: 60 ps
  • Number of CTS-inserted buffers: 108
  • Post-cts resize count: 0
  • CTS root buf: clkbuf_16
  • H-Tree Depth: 3
  • Hold buffers post-CTS: 0
  • Postcts setup bufs: 0
  • Clock tree buffer depth: 3
  • Num Clock Sinks: 1024
[how the worst min path moves through the flow]
stage | cells after the start | slack (ps) | end | start
4_1_cts | 2 | 2460 | rf[7][21] | wd3[21]
5_1_grt | 2 | 2500 | rf[24][27] | wd3[27]
6_report | 2 | 2500 | rf[7][21] | wd3[21]
[metrics by stage]
stage               utilization  setup WS [ps]  area [µm²]
floorplan                     -           5580       47600
global route              0.349           2900       54800
global placement          0.328           3100       51500
CTS                       0.349           3100       54800
detailed placement        0.328           3110       51500
finish                    0.349           3080       54800
[per-layer routing]
layer | routed length, µm | vias up
met4 | 4850 | 4
met2 | 69000 | 1962
met3 | 27600 | 257
met5 | 123 | -
met1 | 48100 | 13554
li1 | - | 11025
[where the power goes]
group / internal, mW / leakage [nW] / switching, mW
Clock: 1.79 / 1.63 / 1.42
Sequential: 4.05 / 9.22 / 0.0172
Combinational: 0.317 / 6.60 / 0.421
[cell type report]
class / instances / area (µm²)
repair buffers: 244 / 2150
diodes: 2 / 5.00
well taps: 2058 / 2570
clock inverters: 79 / 527
fillers: 14452 / 102000
multi-input cells: 1242 / 16000
clock buffers: 122 / 2780
flip-flops and latches: 1024 / 30700
[kinds of logic (layout without fill, tap and decap cells)]
logic type / after synthesis / count (layout) / synth area share
DFF: 1024 / 1024 / 0.646
muxes: 735 / 735 / 0.257
AOI/OAI and AO/OA: 350 / 350 / 0.0572
buffers and inverters: 205 / 445 / 0.0241
and+or+nand+nor: 157 / 157 / 0.0149
other: 0 / 2 / 0
[cell usage in the layout, fill, tap and decap left out, drive strengths merged, types with 5 or more instances in the layout]
master         synthesis  layout
edfxtp              1024    1024
mux4                 384     384
mux2i                286     286
buf                  125     140
clkbuf                80     122
clkdlybuf4s50          0     104
a22oi                 84      84
mux2                  65      65
nand2                 63      63
clkinv                 0      61
o22ai                 57      57
a22o                  52      52
o221ai                43      43
nor2                  37      37
a211oi                27      27
a2111oi               27      27
nor3                  24      24
a31oi                 19      19
a21oi                 17      17
a21o                  14      14
inv                    0       9
nand3                  7       7
nor2b                  7       7
a311oi                 5       5
nand3b                 5       5
bufinv                 0       5
[Yosys cell counts, drive strengths merged]
| library cell | n |
|---|---|
| a311o | 1 |
| mux4 | 384 |
| nor3 | 24 |
| a2111oi | 27 |
| or3 | 2 |
| o221ai | 43 |
| nor2b | 7 |
| a22o | 52 |
| mux2i | 286 |
| clkbuf | 80 |
| o21ai | 1 |
| a221oi | 3 |
| nand3 | 7 |
| a31oi | 19 |
| a21o | 14 |
| or2 | 1 |
| mux2 | 65 |
| nand3b | 5 |
| or3b | 3 |
| or4 | 1 |
| nand2 | 63 |
| a21oi | 17 |
| a211oi | 27 |
| nor2 | 37 |
| and2 | 3 |
| edfxtp | 1024 |
| a22oi | 84 |
| a311oi | 5 |
| buf | 125 |
| nand2b | 4 |
| o22ai | 57 |
Power is estimated from default activity; no workload was simulated.
