==> flow/design.v <==
`timescale 1ns / 1ps
module multiplier8bit(a,b,out, clk, start,working);
output [15:0] out;
output working;
input [7:0] a,b;
input clk, start;
reg [7:0] A, Q, M;
reg Q_1;
reg [3:0] count;
wire [7:0] sum, difference;
always @(posedge clk)
begin
if (start) begin
A <= 8'b0;
M <= a;
Q <= b;
Q_1 <= 1'b0;
count <= 4'b0;
end
else begin
case ({Q[0], Q_1})
2'b0_1 : {A, Q, Q_1} <= {sum[7], sum, Q};
2'b1_0 : {A, Q, Q_1} <= {difference[7], difference, Q};
default: {A, Q, Q_1} <= {A[7], A, Q};
endcase
count <= count + 1'b1;
end
end
half_adder adder (sum, A, M, 1'b0);
half_adder subtracter (difference, A, ~M, 1'b1);
assign out = {A, Q};
assign working = (count < 8);
endmodule
module half_adder(out, a, b, cin);
output [7:0] out;
input [7:0] a;
input [7:0] b;
input cin;
assign out = a + b + cin;
endmodule
==> flow/run.sh <==
#!/bin/bash
# OpenROAD 26Q1-2900-gdf79404cd8, Yosys 0.63+post, stock flow scripts
make -C /OpenROAD-flow-scripts/flow DESIGN_CONFIG=/design/flow/config.mk WORK_HOME=/design/flow/orfs finish
==> flow/config.mk <==
export PLATFORM = sky130hd
export DESIGN_NAME = multiplier8bit
export DESIGN_NICKNAME = multiplier8bit
export VERILOG_FILES = /design/flow/design.v
export SDC_FILE = /design/flow/constraint.sdc
export NUM_CORES = 4
export LEC_CHECK = 1
export CORE_UTILIZATION = 30
==> flow/constraint.sdc <==
current_design multiplier8bit

set clk_period 4.8
set clk_io_pct 0.2

create_clock -name clk0 -period $clk_period [get_ports {clk}]

set non_clock_inputs [all_inputs -no_clocks]
set_input_delay [expr $clk_period * $clk_io_pct] -clock clk0 $non_clock_inputs
set_output_delay [expr $clk_period * $clk_io_pct] -clock clk0 [all_outputs]
==> results_dict.tcl <==
# metrics dict for downstream scripts
set metrics [dict create \
    clk_latency_ns 0.27 \
    cts_sinks 29 \
    cts_tree "built" \
    fin_crit_ns 2.30 \
    detail_route.wirelength_microns 3350 \
    drt_drc_violations_left 0 \
    grt_pass1_wl_microns 5910 \
    syn_area_sq_um 1730 \
    path_cells "clkdlybuf4s50_1 > buf_4 > inv_1 > o21a_1 > and3_1 > o311ai_0 > o211ai_1" \
    ys_area_sq_um 1730 \
    ir_drop_uv 229 \
    logic_area_sq_um 936 \
    p_leak_nw 0.924 \
    num_vias 1360 \
    cts_max_level 2 \
    drt_iter0_drc 82 \
    status "completed" \
    crit_fanout 27 \
    fp.dieW_microns 77.9 \
    nFillCells 561 \
    ys_seq_frac 0.382 \
    critPathRequiredTime_ns 4.93 \
    core_util_floorplan 0.312 \
    clockRootBuffer "clkbuf_8" \
    antenna_found_initial 0 \
    yosys_cells 179 \
    finalClockSkew_ns 0.00353 \
    dieArea_sq_um 6070 \
    setup_viol 0 \
    path_clk_slew_ns 0.06 \
    arrival_ns 2.43 \
    ys_ff 29 \
    cts_buffer_depth 2 \
    avgSynthCellArea_sq_um 9.65 \
    fp-row-count 27 \
    grt_pass1_vias 1292 \
    period_used_share 0.479 \
    final_hold_viol_count 0 \
    postCtsSetupRepairBufs 0 \
    warnings 34 \
    tightest_slew_ns 0.440 \
    drv_cap 0 \
    pin_count 35 \
    cts_hold_buffers 0 \
    slew_headroom 0.703 \
    grt_max_degree 28 \
    path_class "in2reg" \
    yosys.area.top_type "dfxtp_1" \
    globalRouteTotalUtil 0.123 \
    place_hpwl_microns 2520 \
    drive_gt1_frac 0.0930 \
    core_region_area_sq_um 5540 \
    synthesis.instances 179 \
    portBuffers 34 \
    ys_top_cells_by_area "dfxtp_1 24%, edfxtp_1 14%, ha_1 13%, inv_1 5.4%, mux2_2 4.6%" \
    grt-ovfl-total 0 \
    flop_area_sq_um 661 \
    final.setup.worst_slack_ns 2.50 \
    yosysWarnings 1 \
    syn_to_final_growth_pct 28.0 \
    avgRoutedWirePerCell_microns 11.7 \
    final_max_slew_viol_count 0 \
    power_per_cell_area_nw_per_um2 345 \
    top_cell_area_share 0.243 \
    critPathSlowestCell "clkdlybuf4s50_1" \
    rsz0062_at_grt "no" \
    cts_buffers 5 \
    antenna_cells 0 \
    dp_worst_setup_slack_ns 2.23 \
    slowest_delay_ns 0.45 \
    first_pass_iters 4 \
    ctsResizeCount 0 \
    critPathLaunchType "input port" \
    routabilityCongestion 0.811 \
    fmax_ghz 0.435 \
    die_y_microns 77.9 \
    fin_tns_setup_ns 0 \
    worstSetupEndpointType "flip-flop" \
    synth_cell_types 42 \
    hold_path_class "reg2reg" \
    routed_via_density 4.74 \
    ant_nets 0 \
]
[power breakdown]
part           leakage (nW)  switching [mW]  internal (mW)
clock                0.0450          0.0865          0.100
combinational         0.626           0.130          0.138
sequential            0.253          0.0252          0.282
total                 0.924           0.241          0.521
[cell usage in the layout (no fill, tap or decap), types with 3 or more instances in the layout]
master,count
inv_1,25
nor2_1,12
mux2_2,7
dfxtp_1,21
clkbuf_8,5
edfxtp_1,8
o21ai_0,5
nand2_1,9
clkdlybuf4s50_1,34
a211oi_1,4
a2111oi_0,3
xnor2_1,5
nand2b_1,5
a21oi_1,9
ha_1,18
o211ai_1,4
[registers in the layout, indices dropped and copies added, names as in the netlist]
| register | cells |
|---|---|
| M | 8 |
| Q_1 | 1 |
| A | 8 |
| Q | 8 |
| count | 4 |
[final timing paths]
kind | startpoint | endpoint | slack, ns | cells past startpoint
worst min-delay path | count[0] | count[0] | 0.45 | 1
worst max-delay path | start | A[7] | 2.50 | 7
worst max register to register | A[0] | A[5] | 2.65 | 8
worst min register to register | count[0] | count[0] | 0.45 | 1
[layer usage]
| metal | GRT usage | up-vias | part of all wire |
|---|---|---|---|
| met5 | 0 | - | 0 |
| met4 | 0.0204 | 0 | 0.023 |
| met3 | 0.0203 | 6 | 0.041 |
| met2 | 0.188 | 36 | 0.44 |
| met1 | 0.188 | 617 | 0.49 |
| li1 | - | 701 | - |
[final cells by class]
class	count	share of cell area
clock buffers	6	0.0328
clock inverters	2	0.00453
inverters	25	0.0424
multi-input cells	118	0.423
flip-flops and latches	29	0.299
well taps	72	0.0407
repair buffers	35	0.157
[cells in the mapped netlist, drive strengths merged]
cell,instances
a2111oi,3
a211oi,4
a21o,1
a21oi,10
a221o,1
a311oi,1
a31oi,1
and3,2
buf,5
clkbuf,2
dfxtp,21
edfxtp,8
fa,2
ha,18
inv,25
mux2,7
mux2i,2
nand2,9
nand2b,5
nand3,2
nor2,12
nor2b,2
nor3,2
nor4,1
o2111a,2
o211ai,4
o21a,2
o21ai,5
o21bai,1
o221ai,2
o22ai,2
o311a,2
o311ai,1
o31a,2
o41ai,1
or2,2
xnor2,5
xor2,2
[cell families after synthesis]
| kind of cell | count (synthesis) | synth area share |
|---|---|---|
| muxes | 9 | 0.0572 |
| AOI/OAI and AO/OA | 45 | 0.195 |
| buffers and inverters | 32 | 0.0760 |
| and+or+nand+nor | 37 | 0.101 |
| xor gates and xnor gates | 7 | 0.0355 |
| DFF | 29 | 0.382 |
| adders and majority gates | 20 | 0.154 |
[critical path: cells and delay by family]
kind	cells	cell delay, ns
and+or+nand+nor	1	0.17
AOI/OAI and AO/OA	3	0.44
buffers and inverters	3	0.86
[per-stage QoR]
| stage | total power [mW] | util | cells | cell area [sq um] | hold WS, ns |
|---|---|---|---|---|---|
| 2_1_floorplan | 0.486 | - | 179 | 1730 | 0.418 |
| 3_3_place_gp | 0.583 | 0.384 | 279 | 2130 | 0.435 |
| 3_5_place_dp | 0.579 | 0.384 | 279 | 2130 | 0.439 |
| 4_1_cts | 0.772 | 0.399 | 287 | 2210 | 0.448 |
| 5_1_grt | 0.823 | 0.399 | 287 | 2210 | 0.461 |
| 6_report | 0.762 | 0.399 | 287 | 2210 | 0.447 |
Power and IR drop assume default switching activity.
