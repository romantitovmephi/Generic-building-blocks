===== run.sh =====
#!/bin/bash
# OpenROAD 26Q1-2900-gdf79404cd8, Yosys 0.63+post, stock flow scripts
make -C /OpenROAD-flow-scripts/flow DESIGN_CONFIG=/design/flow/config.mk WORK_HOME=/design/flow/orfs finish

===== config.mk =====
export PLATFORM = sky130hd
export DESIGN_NAME = adder8bit
export DESIGN_NICKNAME = adder8bit
export VERILOG_FILES = /design/flow/design.v
export SDC_FILE = /design/flow/constraint.sdc
export NUM_CORES = 4
export LEC_CHECK = 1
export CORE_AREA = 10 10 70 70
export DIE_AREA = 0 0 80 80

===== constraint.sdc =====
current_design adder8bit

set clk_period 4.9
set clk_io_pct 0.2

create_clock -name clk0 -period $clk_period

set non_clock_inputs [all_inputs -no_clocks]
set_input_delay [expr $clk_period * $clk_io_pct] -clock clk0 $non_clock_inputs
set_output_delay [expr $clk_period * $clk_io_pct] -clock clk0 [all_outputs]

===== design.v =====
`timescale 1ns / 1ps
module adder8bit(a,b,sum,carry,overflow);
	 input [7:0] a;
	 input [7:0] b;
	 output [7:0] sum;
	 output carry;
	 output overflow;
	 wire [7:0] car;
	 wire [7:0] pre_sum; 
	 adder add0(a[0],b[0],0,pre_sum[0],car[0]);
	 adder add1(a[1],b[1],car[0],pre_sum[1],car[1]);
	 adder add2(a[2],b[2],car[1],pre_sum[2],car[2]);
	 adder add3(a[3],b[3],car[2],pre_sum[3],car[3]);
	 adder add4(a[4],b[4],car[3],pre_sum[4],car[4]);
	 adder add5(a[5],b[5],car[4],pre_sum[5],car[5]);
	 adder add6(a[6],b[6],car[5],pre_sum[6],car[6]);
	 adder add7(a[7],b[7],car[6],pre_sum[7],car[7]);
	 assign carry=car[7];
	 assign overflow=car[7]^car[6];
	 assign sum[0]=pre_sum[0]&~overflow;
	 assign sum[1]=pre_sum[1]&~overflow;
	 assign sum[2]=pre_sum[2]&~overflow;
	 assign sum[3]=pre_sum[3]&~overflow;
	 assign sum[4]=pre_sum[4]&~overflow;
	 assign sum[5]=pre_sum[5]&~overflow;
	 assign sum[6]=pre_sum[6]&~overflow;
	 assign sum[7]=pre_sum[7]&~overflow;
	 endmodule
module adder(x,y,cin,sum,cout);
input x;
input y;
input cin;
output sum;
output cout;
assign sum=x^y^cin;
assign cout=(x&y)|(y&cin)|(cin&x);
endmodule

==> Slide: Implementation Results <==
Key Metrics from the Run

Routing
  – TritonRoute pass-1 iters: 3
  – ANT cells: 0
  – WL final: around 1.1 mm
  – WL per Instance: 9.46 microns
  – Vias/cell: 2.78
  – DRC: 0
  – Via count: 314
  – Post-route ant nets: 0
  – Initial drt markers: 5

Die
  – Die width: 80 microns
  – Core area: 0.00342 sq mm
  – Init Core Util: 7.69%
  – DIE HEIGHT: 80 microns
  – Top Ports: 26
  – Row count: 21
  – Die area: 0.00640 sq mm

Run status
  – Status: finished, violations left
  – Failing checks: negative setup slack

Synthesis
  – Mapped Area: 263 sq um
  – Comb area leader: adder cells
  – Mapped Cells: 34
  – Adder-cell share of the synthesized area: 58.1%
  – Ys Warns: 1
  – Dominant cell area share: 53.3%
  – Post-synth seq share: 0%
  – Yosys Instances: 34
  – AO/OA Area Share: 0%
  – Mux share: 0%
  – Yosys chip area: 263 sq um
  – Top cells, area: fa_1 (53%), inv_1 (24%), nor2_1 (11%)
  – XOR Share, Synth: 6.19%
  – Yosys simple share: 11.4%
  – Cell Type Count: 5
  – Mean Syn Cell Area: 7.73 sq um
  – Yosys top cell by area: fa_1

Placed design
  – Final GP Congestion: 0.790
  – Buffers on Ports: 26
  – Pre-CTS setup slack: -1.10 ns
  – Final HPWL DP: between 800 and 900 microns
  – Cell Count Post-Placement: 107

Setup path
  – Setup crit start: b[0]
  – Worst Path Max Fanout: 4
  – Crit Path Category: in2out
  – CP endpoint kind: output port
  – Arr. time, crit path: 4.33 ns
  – Worst setup endpoint: sum[0]
  – Crit path DRT: ~3.9 ns
  – CP startpoint kind: input pin

Final timing
  – Worst relative slew slack: 83.9%
  – Final max-slew violation count: 0
  – Final Hold Viols: 0
  – Worst Tran Pin Value: between 0.2 and 0.25 ns
  – Final Cycle Share: 108%
  – RSZ-0062 raised after global routing: yes
  – Final setup TNS: -3.31 ns
  – Fin crit period: between 5 and 6 ns
  – Fmax: 188 MHz
  – Post-route setup slack: -0.408 ns
  – Finish-stage setup viols: 10

Global route
  – Total congestion overflow: 0
  – Number of global-route vias before repair: between 300 and 400
  – Largest net degree at the start of global routing: 5
  – First-pass GRT wire length: 1.75 mm
  – Initial antenna violation count: 0
  – Gr usage total: roughly 3.3%

Min path
  – Hold Crit Class: in2out

Pwr
  – Total power: about 0.000095 W
  – Pwr dens: 139 mW/mm^2
  – Worst vdd ir: around 0.048 mV
  – Pleak: approximately 0.32 nW

Finish
  – Clock buf count: 0
  – Register area: 0 sq um
  – Fill count: 377
  – Seq_cells: 0
  – Layout area overhead: 160%
  – Final non-filler cell total: about 110
  – Fin util: 20.0%
  – Layout cells sized above 1: a little over half

Flow run
  – Max-cap violations: 0
  – Tool warnings: 35
## cells by family (layout without fill, tap and decap cells)
family                   count (synthesis)  in the layout
XOR/XNOR                                 1              2
adder cells (fa/ha/maj)                  8              8
buffers and inverters                   17             49
AND/OR/NAND/NOR                          8              8
## area by class of cell
type / instances / area (sq um) / area share, %
well taps: 46 / 57.6 / 8.42
inverters: 17 / 63.8 / 9.34
multi-input cells: 18 / 288 / 42.1
repair buffers: 32 / 274 / 40.1
## layout by cell type, fill, tap and decap left out, drive strengths merged
master         count
buf               18
clkbuf             1
clkdlybuf4s15      1
clkdlybuf4s50     12
fa                 7
ha                 1
inv               17
nor2               8
xor2               2
## timing repair
| action | in CTS | in global routing |
|---|---|---|
| resized | 47 | 12 |
| hold buffers | 0 | 0 |
| endpoints found under the setup margin | 10 | 10 |
| pin swaps | 18 | 15 |
| endpoints found under the hold margin | 0 | 0 |
| setup buffers | 4 | 2 |
| cloned | 1 | 0 |
## metal layers
metal  part of all wire [%]  wire length (microns)  track usage [%]
met2                     24                    258             3.37
met3                     26                    276             3.07
met1                     50                    535             4.97
met4                      0                      0                0
met5                      0                      0                0
## cells in the mapped netlist
master and count:
fa_1 7, inv_1 17, nor2_1 8, ha_1 1, xor2_2 1
## where the power goes
part           switching, W  leakage, nW  internal [W]  total (W)
Combinational     0.0000373        0.319     0.0000574  0.0000947
Clock                     0            0             0          0
Sequential                0            0             0          0
## worst min-delay path by stage
| stage | from | cells past startpoint | endpoint |
|---|---|---|---|
| after CTS | a[0] | 5 | sum[0] |
| after global routing | a[0] | 5 | sum[0] |
| final | a[0] | 5 | sum[0] |
## worst max-delay path: stages
cell    delay, ns
buf_6        0.07
ha_4         0.12
inv_2        0.03
fa_2         0.35
fa_2         0.34
fa_2         0.34
fa_2         0.35
fa_2         0.35
fa_2         0.39
fa_2         0.48
xor2_4       0.23
buf_6        0.12
nor2_1       0.06
buf_2        0.10
## metrics by stage
step	hold WS (ns)	instance area [sq um]
after floorplan	2.13	304
after global placement	3.06	629
after detailed placement	3.07	629
after CTS	2.33	644
after global routing	2.35	683
final	2.34	683
Power and IR drop assume default switching activity.
